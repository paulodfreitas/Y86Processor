==> flow/design.v <==
module VGA(CLK, ADDRESS, PIXEL, READ, VGA_R, VGA_G, VGA_B, VGA_CLK, VGA_BLANK, VGA_HS, VGA_VS, VGA_SYNC);
	input CLK, VGA_CLK;
	input [15:0] PIXEL;
	output reg [9:0] VGA_R;
	output reg [9:0] VGA_B;
	output reg [9:0] VGA_G;
	output reg VGA_BLANK, VGA_HS, VGA_VS, VGA_SYNC;
	output reg [17:0] ADDRESS;
	output reg READ;
	parameter vga_cycles_backporch = 32'd50,
	          vga_cycles_sync = 32'd96,
	          vga_cycles_frontporch = 32'd14,
	          vga_cycles_display = 32'd640,
	          vga_lines_backporch = 32'd33,
	          vga_lines_sync = 32'd2,
	          vga_lines_frontporch = 32'd10,
	          vga_lines_display = 32'd480;
	parameter cyclesPerLine = vga_cycles_backporch + vga_cycles_sync + vga_cycles_frontporch + vga_cycles_display;
	parameter linesPerFrame = vga_lines_backporch + vga_lines_sync + vga_lines_frontporch + vga_lines_display;
	parameter [17:0] begin_video_memory = 18'h0;
	reg [31:0] counter;
	reg [31:0] lineCounter;
	reg lowBits;
	reg display_h;
	reg display_v;
	initial begin
		counter <= vga_cycles_display + vga_cycles_frontporch;
		lineCounter <= -1;
		lowBits <= 0;
		READ <= 0;
		ADDRESS <= begin_video_memory - 18'd1;
	end
	reg display;
	reg [15:0] PIXEL_AUX;
	always @ (posedge VGA_CLK) begin
		VGA_BLANK <= display;
		VGA_HS <= (counter < (vga_cycles_display + vga_cycles_frontporch)) | (counter >= (vga_cycles_display + vga_cycles_frontporch + vga_cycles_sync));
		VGA_VS <= (lineCounter < (vga_lines_display + vga_lines_frontporch)) | (lineCounter >= (vga_lines_display + vga_lines_frontporch + vga_lines_sync));
		VGA_SYNC <= 0;	
		if (READ) begin
			PIXEL_AUX = PIXEL;
		end
		if (lowBits) begin
			VGA_R <= (PIXEL_AUX[7:6] << 8);
			VGA_G <= (PIXEL_AUX[5:4] << 8);
			VGA_B <= (PIXEL_AUX[3:2] << 8);
		end else begin
			VGA_R <= (PIXEL_AUX[15:14] << 8);
			VGA_G <= (PIXEL_AUX[13:12] << 8);
			VGA_B <= (PIXEL_AUX[11:10] << 8);
		end
	end
	always @ (negedge VGA_CLK) begin
		counter = counter + 1;
		if (counter == cyclesPerLine) begin
			counter = 0;
			lineCounter = lineCounter + 1;
			if (lineCounter == linesPerFrame) begin
				lineCounter = 0;
				ADDRESS = begin_video_memory - 18'd1;
			end
		end
		display_h = counter < vga_cycles_display;
		display_v = lineCounter < vga_lines_display;
		display = display_h & display_v;
		if (display) lowBits = ~lowBits;
		READ = display & lowBits;
		if (READ) ADDRESS = ADDRESS + 18'd1;	
	end
endmodule
==> flow/run.sh <==
#!/bin/bash
# OpenROAD 26Q1-2900-gdf79404cd8, Yosys 0.63+post, stock flow scripts
make -C /OpenROAD-flow-scripts/flow DESIGN_CONFIG=/design/flow/config.mk WORK_HOME=/design/flow/orfs finish
==> flow/config.mk <==
export PLATFORM = sky130hd
export DESIGN_NAME = VGA
export DESIGN_NICKNAME = VGA
export VERILOG_FILES = /design/flow/design.v
export SDC_FILE = /design/flow/constraint.sdc
export NUM_CORES = 4
export LEC_CHECK = 1
export CORE_UTILIZATION = 40
==> flow/constraint.sdc <==
current_design VGA

set clk_period 16.8
set clk_io_pct 0.2

create_clock -name clk0 -period $clk_period [get_ports {VGA_CLK}]

set non_clock_inputs [all_inputs -no_clocks]
set_input_delay [expr $clk_period * $clk_io_pct] -clock clk0 $non_clock_inputs
set_output_delay [expr $clk_period * $clk_io_pct] -clock clk0 [all_outputs]
==> summary.rpt <==
=== SYNTHESIS / PLACE & ROUTE SUMMARY ===
----------------------------------------------------
[Synthesis]
  Post-synth tally of flip-flops with integrated enable ........................ 5
  Cell type with the largest total area ........................ dfxtp_1
  Post-synth area hogs ........................ dfxtp_1 (32%), xnor2_1 (6.4%), xor2_1 (5.0%), nor2_1 (5.0%), nand4_1 (3.7%)
  Gate count of the mapped netlist ........................ between 700 and 800
  Flip-flop and latch count after synthesis ........................ around 110
  Post-Syn Area ........................ around 6300 um2
  Number of warnings issued by yosys ........................ 1
  Async set-reset flop share out of synthesis ........................ 0%
  Number of distinct library cells after synthesis ........................ around 70
  Mean instance size in the synthesized netlist ........................ about 8.3 um2
  Sequential cell area fraction in the yosys report ........................ approximately a third
  Post-synthesis cell count from yosys ........................ roughly 750
  Main flop type ........................ dfxtp_1
  Total cell area reported by yosys after synthesis ........................ roughly 6300 um2
  Yosys top cell area share ........................ about a third

[Global routing]
  Antenna violations before repair ........................ 0
  GR Util All Layers ........................ between 10% and 20%
  Largest net degree at the start of global routing ........................ 22
  Global-route wire length before repair ........................ 24800 um
  Vias in the first global route ........................ just over 5000
  Total overflow reported by the global router ........................ 0

[Power and ir drop]
  Fraction of power spent switching nets ........................ approximately 28%
  Clock power share ........................ 51.8%
  Internal ........................ ~0.39 mW
  P_sw ........................ around 0.15 mW
  Power density over the cells ........................ around 74 nW/um2
  Fraction of power consumed by sequential logic ........................ between 40 and 50%
  Worst VDD drop ........................ a little over 0.07 mV
  Combinational power share ........................ 0.5%
  Leak Pwr ........................ approximately 3 nW

[Finish]
  Total area of multi-input combinational cells ........................ 3680 um2
  Number of fillers in the final layout ........................ 1470
  Ratio of cells with drive above 1 in the final layout ........................ about 7.4%
  Non-filler cells, final ........................ between 1000 and 1500
  Area growth syn-to-layout ........................ 15.0%
  Register cell area after layout ........................ about 2200 um2

[Detailed routing]
  Number of DRC markers in iteration 0 ........................ approximately 310
  DRT Pass-1 Iters ........................ 5
  Post-detailed-route count of antenna-violating nets ........................ 0
  Wire length after detailed routing ........................ between 10000 and 15000 um
  Mean number of vias per cell ........................ between 5 and 6
  Vias post-DR ........................ 5720
  Diode count ........................ 0
  DRC violation count after routing ........................ 0
  Post-DR wirelength/cell ........................ 14.4 um

[Die]
  Die height ........................ around 130 um
  Standard cell core area ........................ about 15000 um2
  Num ports ........................ between 70 and 80
  Die ar. ........................ approximately 16000 um2
  FP Core Util ........................ 41.1%
  Die outline width ........................ 127 um
  Number of rows created at floorplan ........................ about 45

[Flow run]
  Number of max-capacitance violations reported ........................ 0
  Total number of warnings across the stage logs ........................ between 100 and 150

[Setup path]
  Largest stage delay, worst path ........................ 0.66 ns
  Arr. time, crit path ........................ roughly 10 ns
  Worst Setup Path Type ........................ register to output pin
  Worst EP required ........................ ~13 ns
  Critical path buffer and inverter count ........................ 1
  Library cell contributing the largest single delay on the critical path ........................ dfxtp_1
  Crit path capture type ........................ output pin
  Cell breakdown of the critical path ........................ clkdlybuf4s50_1
  Kind of start point of the critical path ........................ register
  Crit Path Max Fanout ........................ 13
  Crit-path leading delay family ........................ flip-flops

[Clocking]
  Number of buffers created by CTS ........................ 9
  Clock-pin slew on the worst setup and hold paths ........................ about 0.080 ns
  # Post-CTS Setup Buffers ........................ 0
  CTS Root Cell ........................ clkbuf_16
  Post-CTS Hold Buffers ........................ 0
  Resized cells post-CTS ........................ 0
  Later-pin clock latency in the skew report ........................ between 0.4 and 0.5 ns
  TritonCTS sink count ........................ 106
  Number of levels the H-tree was split into ........................ 3
  Clock tree from TritonCTS ........................ built
  Clock Path Buffers ........................ 2

[Final timing]
  Max-slew headroom ........................ 43.4%
  Setup repair after global routing missed its margin ........................ false
  Final setup viols ........................ 0
  Final hold viol count ........................ 0
  Summed negative setup slack over all endpoints ........................ 0 ns
  Worst-Margin Slew ........................ 0.842 ns
  Pins over their slew limit ........................ 0
  Setup clock skew after layout ........................ 0.0668 ns

[Placed design]
  Placed wire-length estimate after detailed placement ........................ just over 10000 um
  Number of buffers added on ports ........................ about 40
  Final weighted congestion in routability-driven placement ........................ about 0.93
  Cell Count Post-Placement ........................ between 900 and 1000

[Status]
  Outcome ........................ completed

[Min path]
  Kind of path behind the tightest hold check ........................ register to register

----------------------------------------------------
[registers in the layout (all words and copies together) (netlist names)]
name / flops
lowBits: 1
lineCounter: 32
VGA_HS: 1
counter: 32
VGA_BLANK: 1
VGA_R: 2
VGA_VS: 1
READ: 1
VGA_G: 2
display: 1
VGA_B: 2
ADDRESS: 18
PIXEL_AUX: 12
[layout by cell type, fill, tap and decap left out, types with 25 or more instances in the layout]
cell type / n
conb_1: 25
dfxtp_1: 101
nand4_1: 37
nor2_1: 83
nand2_1: 54
xor2_1: 36
inv_1: 101
clkdlybuf4s50_1: 40
xnor2_1: 46
nand3_1: 37
[path summary, 6_finish.rpt]
check,slack (ns),end,start,cells past startpoint
min reg2reg,0.48,PIXEL_AUX[6]$_DFF_P_,PIXEL_AUX[6]$_DFF_P_,1
max,3.41,READ,READ$_DFF_N_,1
min,0.48,PIXEL_AUX[6]$_DFF_P_,PIXEL_AUX[6]$_DFF_P_,1
max reg2reg,6.39,VGA_VS$_DFF_P_,lineCounter[13]$_DFF_N_,3
[metrics by stage]
stage                     hold WS [ns]  util, %  worst slack [ns]  total power, mW  cell area, um2
after CTS                        0.483     47.3              3.39            0.545            7190
after global placement           0.458     43.4              3.82            0.293            6600
after global routing             0.494     47.3              3.33            0.571            7190
after detailed placement         0.464     43.4              3.81            0.292            6600
final                            0.476     47.3              3.41            0.534            7190
after floorplan                  0.451        -              4.68            0.294            6340
[synthesized netlist by cell type (3+ instances only)]
cell type,count
nor3_1,22
buf_4,27
o22ai_1,3
o211ai_1,3
dfxtp_1,101
nand2b_1,5
nand4_2,3
nand4_1,37
a21o_1,3
xor2_1,36
and3_1,18
clkbuf_1,33
buf_2,12
or3_1,9
nor2_1,83
or4_1,10
o21ai_0,16
o21a_1,3
a31o_2,4
o31ai_1,7
nor4_1,20
o311ai_1,4
nand3_1,37
mux2i_1,7
xnor2_1,46
mux2_2,13
nor4_2,4
o2111ai_1,3
or2_2,8
a211o_1,3
nand2_1,54
a31oi_1,3
and2_1,11
inv_1,17
and4b_1,3
o311ai_0,3
edfxtp_1,5
buf_1,3
ha_1,6
a21oi_1,13
a311oi_1,4
and4_1,9
[layout make-up]
class	count	area share, %
clock buffer	10	3.18
clock inverter	91	5.05
inverter	18	0.974
multi-input combinational	572	51.1
sequential	106	30.2
tap	188	3.27
timing repair buffer	46	6.19
[per-layer routing]
layer	routed length [um]	track usage, %
met5	0	0
met4	358	6.02
met3	983	4.27
met2	6570	28.0
met1	6880	28.6
[cells by family after synthesis]
logic type | count (synthesis) | synth area share, %
adders and majority gates | 6 | 1.20
and+or+nand+nor | 349 | 30.8
xor gates and xnor gates | 82 | 11.5
DFF | 106 | 34.7
buffers and inverters | 96 | 7.90
muxes | 20 | 3.46
AOI/OAI and AO/OA | 90 | 10.4
other | 1 | 0.0600
[power groups by stage]
stage	registers, mW	logic, mW	clock network, mW
5_1_grt	0.254	0.00326	0.314
6_report	0.255	0.00281	0.276
4_1_cts	0.255	0.00288	0.287
Power and IR drop assume default switching activity.
